==> design/flow/design.v <==
module controller(
    input logic clk,
    input logic n_rst,
    input logic dr,
    input logic lc,
    input logic overflow,
    output logic cnt_up,
    output logic clear,
    output logic modwait,
    output logic[2:0] op,
    output logic [3:0] src1,
    output logic [3:0] src2,
    output logic [3:0] dest,
    output logic err
);
typedef enum reg [3:0] { IDLE=0, EIDLE=1, LOADC=2, LOADD=3, M=4, A=5, DONE=6 } state;
state s;
state n;
logic [1:0] i;   
logic [1:0] ni; 
logic [1:0] d;   
logic [1:0] nd;
logic [1:0] j;  
logic [1:0] nj; 
always_ff @( posedge clk, negedge n_rst ) begin
    if(~n_rst) begin
        s <= IDLE;
        i <= 2'b0;
        d <= 2'b0;
        j <= 2'b0;
    end else begin 
        s <= n;
        i <= ni;
        d <= nd;
        j <= nj;
    end
end
always_comb begin
    cnt_up  = 1'b0;
    clear   = 1'b0;
    modwait = s != IDLE && s != EIDLE;
    op      = 2'b0;
    src1    = 4'b0;
    src2    = 4'b0;
    dest    = 4'b0;
    err     = 0;
    n       = s;
    ni      = i;
    nd      = d;
    nj      = j;
    case(s)
        IDLE: begin
            n      = dr ? LOADD : 
                        lc ? LOADC : 
                        IDLE;
        end
        EIDLE: begin
            n     = dr ? LOADD : 
                        lc ? LOADC : 
                        EIDLE;;
            err   = 1;
        end
        LOADC: begin
            n      = IDLE;
            nj     = j + 1;
            op     = 3'b011;
            dest   = j + 5;
            clear  = 1'b1;
        end
        LOADD: begin
            if(dr) begin
                n      = M;
                nd     = 0;
                ni     = i == 0 ? 2'b11 : i - 1;
                cnt_up = 1'b1;
                op     = 3'b010;
                dest   = (i % 4) + 1;
            end else begin
                n      = EIDLE; 
            end
        end
        M: begin
                n = overflow ? EIDLE : A;
                op     = 3'b110;
                src1   = ((i + 1 + d) % 4) + 1;
                src2   = d + 5;
                dest   = 4'hA;
        end
        A: begin
                n      = overflow ? EIDLE : &d ? DONE : M;
                nd     = d + 1;
                op     = (d % 2) == 1 ? 3'b101 :  3'b100;
                src1   = d == 0 ? 4'hF : 4'h9;
                src2   = 4'hA;
                dest   = 4'h9;
        end
        DONE: begin
                n      = overflow ? EIDLE : IDLE;
                nd     = 0;
                op     = 3'b001;
                src1   = 4'h9;
                dest   = 4'h0;
        end
    endcase
end
endmodule
==> design/flow/run.sh <==
#!/bin/bash
# OpenROAD 26Q1-2900-gdf79404cd8, Yosys 0.63+post, stock flow scripts
make -C /OpenROAD-flow-scripts/flow DESIGN_CONFIG=/design/flow/config.mk WORK_HOME=/design/flow/orfs finish
==> design/flow/config.mk <==
export PLATFORM = sky130hd
export DESIGN_NAME = controller
export DESIGN_NICKNAME = controller
export VERILOG_FILES = /design/flow/design.v
export SDC_FILE = /design/flow/constraint.sdc
export NUM_CORES = 4
export LEC_CHECK = 1
export CORE_AREA = 10 10 71 71
export DIE_AREA = 0 0 81 81
==> design/flow/constraint.sdc <==
current_design controller

set clk_period 2.2
set clk_io_pct 0.2

create_clock -name clk0 -period $clk_period [get_ports {clk}]

set non_clock_inputs [all_inputs -no_clocks]
set_input_delay [expr $clk_period * $clk_io_pct] -clock clk0 $non_clock_inputs
set_output_delay [expr $clk_period * $clk_io_pct] -clock clk0 [all_outputs]
==> insert_results.sql <==
-- generated from flow reports
INSERT INTO impl_metrics (metric_group, metric, value, unit) VALUES
('status', 'outcome', 'finished with violations', ''),
('status', 'failed_checks', 'setup timing', ''),
('logic_synthesis', 'aoi_share', '26.1', '%'),
('clock_tree', 'clockBufferDepth', '2', ''),
('setup_path', 'ff2ff_path_depth', '7', ''),
('global_route', 'grt_start_max_net_pins', '10', ''),
('placed_design', 'gp_routability_congestion', '0.874', ''),
('global_route', 'groute.usage.overall', '7.91', '%'),
('power_and_ir_drop', 'cellLeakagePower', '0.000648', 'uW'),
('final_timing', 'number_of_max_slew_violations_in_the_final_report', '0', ''),
('clock_tree', 'htree_levels', '1', ''),
('setup_path', 'worstPathCellList', 'inv_1 -> nand2_1 -> a21oi_1 -> clkdlybuf4s50_1', ''),
('hold_path', 'worst_hold_path_cells', '1', ''),
('power_and_ir_drop', 'switching_share', '41.4', '%'),
('logic_synthesis', 'ys_top_cells_by_area', 'sky130_fd_sc_hd__dfrtp_1 27%, sky130_fd_sc_hd__ha_1 13%, sky130_fd_sc_hd__nand2_1 5.4%, sky130_fd_sc_hd__a21oi_1 4.8%, sky130_fd_sc_hd__inv_1 4.0%', ''),
('power_and_ir_drop', 'pwr_density_cell', '1410', 'nW/um^2'),
('drt', 'count_of_unresolved_drc_violations_after_routing', '0', ''),
('setup_path', 'worst_setup_path_end_kind', 'output pin', ''),
('logic_synthesis', 'cells_yosys', '107', ''),
('power_and_ir_drop', 'vdd.ir_drop.worst', '474', 'uV'),
('flow_run', 'max-cap-violations', '0', ''),
('final_timing', 'hold_violation_count_in_the_final_report', '0', ''),
('logic_synthesis', 'dominantRegCellSynth', 'sky130_fd_sc_hd__dfrtp_1', ''),
('cells_and_area', 'layout-area-overhead-vs-synth', '78.1', '%'),
('die', 'floorplan.die.height', '81', 'um'),
('logic_synthesis', 'synthMuxAreaShare', '2.69', '%'),
('clock_tree', 'cts_num_sinks', '9', ''),
('final_timing', 'slew-limit-headroom', '69.4', '%'),
('drt', 'via_count', '957', ''),
('setup_path', 'critical_path.max_stage_delay', '0.48', 'ns'),
('logic_synthesis', 'syn_area_per_cell', '7.83', 'um^2'),
('setup_path', 'reg2reg_to', 's[0]', ''),
('drt', 'drt-vias-per-instance', '4.67', ''),
('final_timing', 'max_freq', '450', 'MHz'),
('power_and_ir_drop', 'fraction_of_power_consumed_by_combinational_cells', '74.8', '%'),
('clock_tree', 'path_clk_slew', '0.05', 'ns'),
('clock_tree', 'tritoncts', 'done', ''),
('setup_path', 'critical_path.slowest_cell', 'sky130_fd_sc_hd__clkdlybuf4s50_1', ''),
('hold_path', 'holdCritStartpoint', 'j[0]', ''),
('final_timing', 'clock_skew', '0.000996', 'ns'),
('die', 'fp.dieW', '81', 'um'),
('logic_synthesis', 'yosys_simple_share', '20.0', '%'),
('final_timing', 'post-route-min-period', '2.22', 'ns'),
('power_and_ir_drop', 'p_seq_share', '16.0', '%'),
('cells_and_area', 'fraction_of_final_layout_cells_with_drive_strength_greater_than_1', '40.1', '%'),
('drt', 'detailedRoute.firstPassIterationCount', '4', ''),
('final_timing', 'timing.final.ws_setup', '-0.0212', 'ns'),
('logic_synthesis', 'sequential_element_share_of_the_synthesized_area', '26.9', '%'),
('global_route', 'first_global_vias', '930', ''),
('setup_path', 'path_max_fanout', '8', ''),
('power_and_ir_drop', 'power_report.internal_total', '1230', 'uW'),
('placed_design', 'port_bufs', '23', ''),
('logic_synthesis', 'async_reset_ff_share', '100', '%'),
('logic_synthesis', 'synth_largest_type_area_fraction', '26.9', '%'),
('clock_tree', 'cts_buffers', '3', ''),
('clock_tree', 'clock_latency', '0.23', 'ns'),
('setup_path', 'worst-setup-path-type', 'register to output pin', ''),
('hold_path', 'hold_path.class', 'register to register', ''),
('placed_design', 'place_worst_setup_slack', '-0.306', 'ns'),
('drt', 'wl_per_cell', '13.1', 'um'),
('die', 'core_area', '3630', 'um^2'),
('logic_synthesis', 'yosys.cell_types.count', '35', ''),
('final_timing', 'setup_violations', '2', ''),
('logic_synthesis', 'synthesis.yosys.warnings', '1', ''),
('flow_run', 'log.warning_count', '30', ''),
('global_route', 'antenna_violations_before_repair', '0', ''),
('die', 'design.portCount', '24', ''),
('logic_synthesis', 'count_of_library_flops_with_an_enable_pin', '0', ''),
('logic_synthesis', 'netlist.top_cell.by_instances', 'sky130_fd_sc_hd__nand2_1', ''),
('drt', 'antenna_violating_nets_post_route', '0', ''),
('drt', 'drt_iter0_markers', '73', '');
==> worst max path at each step <==
stage	startpoint	end	cells past startpoint
CTS	s[0]	src1[3]	4
global route	s[0]	dest[0]	5
finish	s[0]	src1[3]	4
==> layout make-up <==
type / instances / area [um^2]
Clock buffer: 4 / 45.0
Fill cell: 339 / 2140
Inverter: 11 / 43.8
Multi-Input combinational cell: 82 / 674
Sequential cell: 9 / 228
Tap cell: 48 / 60.1
Timing Repair Buffer: 51 / 442
==> per-stage QoR <==
step                std cells  TNS (ns)  hold WS, ns  utilization (%)
global route              205    -0.377        0.528             41.1
CTS                       201   -0.0769        0.504             38.3
detailed placement        193     -1.18        0.499             34.5
floorplan                 107         0        0.144                -
finish                    205   -0.0296        0.503             41.1
global placement          193     -1.12        0.494             34.5
==> cells in the final DEF, fill, tap and decap left out, types with 2 or more instances in the layout <==
master                            count
sky130_fd_sc_hd__buf_4               26
sky130_fd_sc_hd__inv_2                3
sky130_fd_sc_hd__a31oi_1              2
sky130_fd_sc_hd__buf_6                2
sky130_fd_sc_hd__nor2_1               8
sky130_fd_sc_hd__dfrtp_2              2
sky130_fd_sc_hd__nor3_2               3
sky130_fd_sc_hd__a21oi_1              6
sky130_fd_sc_hd__o21ai_0              5
sky130_fd_sc_hd__and2_1               2
sky130_fd_sc_hd__dfrtp_1              7
sky130_fd_sc_hd__a21oi_2              2
sky130_fd_sc_hd__ha_1                 4
sky130_fd_sc_hd__nor2b_1              2
sky130_fd_sc_hd__o22ai_1              4
sky130_fd_sc_hd__clkbuf_8             3
sky130_fd_sc_hd__o21ai_1              2
sky130_fd_sc_hd__a2bb2oi_1            2
sky130_fd_sc_hd__nand2_1             10
sky130_fd_sc_hd__clkbuf_2             2
sky130_fd_sc_hd__inv_1                7
sky130_fd_sc_hd__nand2_2              2
sky130_fd_sc_hd__ha_4                 4
sky130_fd_sc_hd__clkdlybuf4s50_1     18
==> layer usage <==
metal  wire length, um  share of wire, %  global-route usage, %  vias up
met5                 0                 0                      0        -
met4                27               1.0                   1.56        0
met3               100               3.7                   1.45        2
met2              1340                50                   13.5       16
met1              1210                45                   10.2      459
li1                  -                 -                      -      480
==> worst register-to-register path, delay by kind of cell (launching register included) <==
kind,cells,cell delay (ns)
multiplexers,1,0.29
flip-flops,1,0.42
buffers and inverters,3,0.41
adder cells (fa/ha/maj),1,0.16
AND-OR/OR-AND,2,0.26
==> registers in the layout, indices dropped and copies added (netlist names) <==
signal / count
d: 2
i: 2
j: 2
s: 3
==> cells by family after synthesis <==
family / count (synthesis)
and+or+nand+nor: 36
AOI/OAI and AO/OA: 32
buffers and inverters: 16
adders and majority gates: 9
DFF: 9
xor gates and xnor gates: 3
muxes: 2
==> power groups by stage <==
stage	clock, uW	combinational (uW)	sequential (uW)
after CTS	200	1430	333
after global routing	210	1760	350
final	194	1570	336
==> repair_timing <==
action | CTS | global route
cloned | 0 | 0
setup buffers | 4 | 5
pin swaps | 7 | 4
resized | 22 | 19
endpoints found under the setup margin | 14 | 15
No activity file was given, so power comes from the tool's default toggle rates.
