==> design.v <==
module flex_counter #(parameter NUM_CNT_BITS = 4) (
    input reg clk,
    input reg n_rst,
    input reg clear,
    input reg count_enable,
    input reg [NUM_CNT_BITS-1:0] rollover_val,
    output reg [NUM_CNT_BITS-1:0] count_out,
    output reg rollover_flag
);
logic nrollover_flag;
logic [NUM_CNT_BITS-1:0] ncount_out;
always_ff @ (posedge clk, negedge n_rst) begin
    if(~n_rst) begin
        count_out <= 'b0;
        rollover_flag<= 'b0;
    end else begin
        count_out <= ncount_out;
        rollover_flag <= nrollover_flag;
    end
end
always_comb begin
    if(count_enable) begin
        ncount_out = (rollover_flag ? 'b0 : count_out) + 1;
        nrollover_flag = ncount_out == rollover_val;
    end else begin
        ncount_out = count_out;
        nrollover_flag = rollover_flag;
    end
    if(clear) begin 
        ncount_out = 'b0;
        nrollover_flag = 'b0;
    end
end
endmodule
module timer (
    input logic clk, 
    input logic n_rst, 
    input logic enable_timer, 
    output logic shift_strobe, 
    output logic packet_done
);
    reg [6:0] val;
    flex_counter #(.NUM_CNT_BITS(7)) fc0 (
        .clk(clk),
        .n_rst(n_rst),
        .clear(1'b0),
        .count_enable(enable_timer),
        .rollover_val(7'h5A),
        .count_out(val),
        .rollover_flag(packet_done)
    );
    flex_counter #(.NUM_CNT_BITS(4)) fc1 (
        .clk(clk),
        .n_rst(n_rst),
        .clear(1'b0),
        .count_enable(enable_timer),
        .rollover_val(4'hA),
        .rollover_flag(shift_strobe)
    );
endmodule
==> run.sh <==
#!/bin/bash
# OpenROAD 26Q1-2900-gdf79404cd8, Yosys 0.63+post, stock flow scripts
make -C /OpenROAD-flow-scripts/flow DESIGN_CONFIG=/design/flow/config.mk WORK_HOME=/design/flow/orfs finish
==> config.mk <==
export PLATFORM = sky130hd
export DESIGN_NAME = timer
export DESIGN_NICKNAME = timer
export VERILOG_FILES = /design/flow/design.v
export SDC_FILE = /design/flow/constraint.sdc
export NUM_CORES = 4
export LEC_CHECK = 1
export CORE_AREA = 10 10 79 79
export DIE_AREA = 0 0 89 89
==> constraint.sdc <==
current_design timer

set clk_period 2.3
set clk_io_pct 0.2

create_clock -name clk0 -period $clk_period [get_ports {clk}]

set non_clock_inputs [all_inputs -no_clocks]
set_input_delay [expr $clk_period * $clk_io_pct] -clock clk0 $non_clock_inputs
set_output_delay [expr $clk_period * $clk_io_pct] -clock clk0 [all_outputs]
==> flow_summary.json <==
{
  "status": "complete, no violations",
  "min_period_ns": 1.64,
  "p_per_area_nw_per_um2": 1140,
  "synth_warnings": 2,
  "vias_per_cell": 4.07,
  "final_area_um2": 943,
  "nFillCells": 480,
  "slew_viol_final": 0,
  "avgSynthCellArea_um2": 10.1,
  "ant_nets": 0,
  "drt-initial-drc-count": 60,
  "vdd_drop_max_mv": 0.222,
  "cp-startpoint": "enable_timer",
  "finalHoldWorstSlack_ns": 0.529,
  "required_ns": 2.43,
  "rsz0062_at_grt": "no",
  "antenna-diode-count": 0,
  "layout_top_cell": "dfrtp_1",
  "final_cell_mix": "13 x dfrtp_1, 10 x inv_1, 6 x o22ai_1, 5 x nor2_1, 5 x mux2i_1",
  "warning_count": 26,
  "ff2ff_path_depth": 7,
  "cts_resized": 0,
  "place_hpwl_um": 981,
  "arrival_ns": 1.77,
  "drc": 0,
  "dieArea_um2": 7920,
  "drv_cap": 0,
  "vias": 570,
  "postCtsHoldBufs": 0,
  "holdPathEnd": "fc1.count_out[3]",
  "timing.rr.end": "fc1.rollover_flag",
  "comb_area_um2": 395,
  "critPathMaxFanout": 19,
  "netlist_area_um2": 800,
  "clock_path_buffers": 2,
  "cts_max_level": 1,
  "fin_skew_ns": 0.000978,
  "ys_chip_area_um2": 800,
  "finalSetupTns_ns": 0,
  "place_congestion": 0.799,
  "grt_pass1_vias": 531,
  "grt_first_pass_wirelength_um": 2310,
  "ff_latch_area_um2": 325,
  "syn2layout_area_growth_pct": 18.0,
  "cts_root_buf": "clkbuf_8",
  "grtUsageTotal_pct": 3.51,
  "io_buffer_count": 4,
  "synth.distinct_cells": 29,
  "layout-drive-gt1-share_pct": 15.1,
  "path_buffers": 1,
  "syn-instance-count": 79,
  "clkLatencyLatePin_ns": 0.24,
  "setup_viol": 0,
  "drt-pass1-iter-count": 4,
  "coreArea_um2": 4660,
  "gr-total-overflow": 0,
  "worstSetupStartpointType": "input port",
  "antenna_found_initial": 0,
  "period_used_pct": 71.4,
  "cts_made_buffers": 3,
  "ys_cells": 79,
  "min_from": "fc1.count_out[3]",
  "clock-sinks": 13,
  "min_delay_path_depth": 1,
  "grt_max_degree": 20,
  "initial_core_util_pct": 17.2,
  "die_h_um": 89,
  "yosysSeqAreaShare_pct": 40.7,
  "crit_chain": "clkdlybuf4s50_1 > mux2_2 > a22o_1",
  "postCtsSetupRepairBufs": 0,
  "dpl_cell_area_um2": 898,
  "clkSlewWorstSetupHoldPaths_ns": 0.06,
  "max_stage_delay_ns": 0.72,
  "num_io_pins": 5,
  "critical_path.slowest_cell": "clkdlybuf4s50_1",
  "slew_headroom_pct": 59.1,
  "cp_top_family": "buffers and inverters",
  "r2r_start": "fc1.rollover_flag",
  "hold_viol": 0,
  "fmax_mhz": 609,
  "numSynthFlops": 13,
  "drt-total-wl_um": 1340,
  "fp.dieW_um": 89,
  "rows": 25,
  "p_leak_nw": 0.405,
  "r2r_setup_slack_ns": 0.95,
  "hold_path.class": "register to register",
  "worst_pin_slew_ns": 0.612,
  "final_util_pct": 20.2,
  "routedWlPerCell_um": 9.56,
  "critical_path_class": "input port to register",
  "end_kind": "register",
  "cts_tree": "done"
}
[layer usage]
metal | track usage, % | share of wire, %
met5 | 0 | 0
met4 | 0.723 | 1.6
met3 | 1.10 | 4.2
met2 | 5.32 | 45
met1 | 4.82 | 49
[worst max path at each step]
| stage | to | cells after the start |
|---|---|---|
| 6_report | fc1.count_out[2] | 3 |
| 5_1_grt | fc0.count_out[4] | 4 |
| 4_1_cts | shift_strobe | 1 |
[power breakdown]
part | switching [W] | internal [W] | leakage, nW | total (W)
Sequential | 0.000103 | 0.000318 | 0.148 | 0.000421
Clock | 0.0000820 | 0.000122 | 0.0228 | 0.000204
Combinational | 0.000209 | 0.000243 | 0.234 | 0.000451
[state kept, by name, indices dropped and copies added (netlist names)]
name and count:
fc0.count_out 7, fc1.count_out 4, fc0.rollover_flag 1, fc1.rollover_flag 1
[area by class of cell]
class,instances,share of cell area [%]
multi-input combinational,52,41.9
clock buffer,4,4.77
sequential,13,34.5
tap,54,7.16
timing repair buffer,6,5.84
inverter,11,5.84
[cells in the mapped netlist]
library cell | number | area (um^2)
xnor2_1 | 1 | 8.76
buf_4 | 1 | 7.51
o21ai_0 | 3 | 15.0
nand4_4 | 1 | 21.3
bufinv_8 | 1 | 17.5
nand2_1 | 4 | 15.0
mux2i_1 | 5 | 50.1
ha_1 | 3 | 37.5
nor3_4 | 1 | 16.3
nor3b_1 | 3 | 22.5
mux2_2 | 2 | 22.5
o22ai_2 | 1 | 12.5
and2b_1 | 1 | 7.51
xor2_1 | 1 | 8.76
and3_2 | 1 | 7.51
o21ai_1 | 1 | 5.00
nor2_1 | 5 | 18.8
inv_1 | 10 | 37.5
buf_6 | 1 | 11.3
a22o_1 | 1 | 8.76
nand3_1 | 2 | 10.0
a21oi_1 | 4 | 20.0
nor3_1 | 2 | 10.0
o22ai_1 | 6 | 37.5
nor2b_1 | 2 | 12.5
nor4_4 | 1 | 21.3
buf_2 | 1 | 5.00
nand4_1 | 1 | 6.26
dfrtp_1 | 13 | 325
[cells by family after synthesis]
logic type               synth area share, %
AND/OR/NAND/NOR                         21.1
flip-flops                              40.7
multiplexers                            9.08
adder cells (fa/ha/maj)                 4.70
buffers and inverters                   9.86
AND-OR/OR-AND                           12.4
XOR/XNOR                                2.19
[stage by stage]
| step | std cells | total power, W | setup slack, ns |
|---|---|---|---|
| after floorplan | 79 | 0.000788 | 1.05 |
| after global placement | 136 | 0.000878 | 0.411 |
| after detailed placement | 136 | 0.000883 | 0.394 |
| after CTS | 140 | 0.00109 | 0.641 |
| after global routing | 140 | 0.00117 | 0.558 |
| final | 140 | 0.00108 | 0.657 |
Power and IR drop assume default switching activity.
