<file path="/design/flow/config.mk">
export PLATFORM = sky130hd
export DESIGN_NAME = apb_slave
export DESIGN_NICKNAME = apb_slave
export VERILOG_FILES = /design/flow/design.v
export SDC_FILE = /design/flow/constraint.sdc
export NUM_CORES = 4
export LEC_CHECK = 1
export CORE_AREA = 10 10 100 100
export DIE_AREA = 0 0 110 110
</file>
<file path="/design/flow/constraint.sdc">
current_design apb_slave

set clk_period 1.8
set clk_io_pct 0.2

create_clock -name clk0 -period $clk_period [get_ports {clk}]

set non_clock_inputs [all_inputs -no_clocks]
set_input_delay [expr $clk_period * $clk_io_pct] -clock clk0 $non_clock_inputs
set_output_delay [expr $clk_period * $clk_io_pct] -clock clk0 [all_outputs]
</file>
<file path="/design/flow/design.v">
module apb_slave(
    input logic clk,
    input logic n_rst,
    input logic [7:0] rx_data,
    input logic data_ready,
    input logic overrun_error,
    input logic framing_error,
    input logic psel,
    input logic [2:0] paddr,
    input logic penable,
    input logic pwrite,
    input logic [7:0] pwdata,
    output logic data_read,
    output logic [7:0] prdata,
    output logic pslverr,
    output logic [3:0] data_size,
    output logic [13:0] bit_period
);
reg [1:0] reading;
logic [1:0] nreading;
assign data_read = reading[1];
reg [7:0] data_status;
reg [7:0] error_status;
reg [7:0] data_size_reg;
reg [15:0] bit_period_reg;
reg [7:0] data_buf;
logic [7:0] ndata_status;
logic [7:0] nerror_status;
logic [7:0] ndata_size;
logic [15:0] nbit_period;
logic [7:0] ndata_buf;
assign data_size = data_size_reg[3:0];
assign bit_period = bit_period_reg[13:0];
always_ff @ (posedge clk, negedge n_rst) begin
    if(~n_rst) begin
        data_status <= 8'b0;
        error_status <= 8'b0;
        data_size_reg <= 8'b0;
        bit_period_reg <= 16'b0;
        data_buf <= 8'b0;
        reading <= 2'b00;
    end else begin
        data_status <= ndata_status;
        error_status <= nerror_status;
        data_size_reg <= ndata_size;
        bit_period_reg <= nbit_period;
        data_buf <= ndata_buf;
        reading <= nreading;
    end
end
always_comb begin
    ndata_status = data_ready;
    nerror_status = overrun_error ? 2 : framing_error ? 1 : 0;
    ndata_size = data_size_reg;
    nbit_period = bit_period_reg;
    ndata_buf = rx_data;
    prdata = 8'b0;
    pslverr = 1'b0;
    nreading = reading;
    if(penable & psel) begin
        nreading = reading[1] ? 2'b0 : { reading[0], data_ready };
        case(paddr)
            3'b000: begin
                if(pwrite) pslverr = 1'b1;
                else prdata = {4'b0, data_status};
            end
            3'b001: begin
                if(pwrite) pslverr = 1'b1;
                else prdata = {4'b0, error_status};
            end
            3'b010: begin
                if(pwrite) nbit_period = {bit_period_reg[15:8], pwdata};
                else prdata = bit_period_reg[7:0];
            end
            3'b011: begin
                if(pwrite) nbit_period = {pwdata, bit_period_reg[7:0]};
                else prdata = bit_period_reg[15:8];
            end
            3'b100: begin
                if(pwrite) ndata_size = {4'b0, pwdata[3:0]};
                else prdata = {4'b0, data_size_reg};
            end
            3'b110: begin
                if(pwrite) pslverr = 1'b1;
                else prdata = data_buf;
            end
            default: pslverr = 1'b1;
        endcase
    end
end
endmodule
</file>
<file path="/design/flow/run.sh">
#!/bin/bash
# OpenROAD 26Q1-2900-gdf79404cd8, Yosys 0.63+post, stock flow scripts
make -C /OpenROAD-flow-scripts/flow DESIGN_CONFIG=/design/flow/config.mk WORK_HOME=/design/flow/orfs finish
</file>
==> impl_metrics.sql <==
-- flow metrics import
INSERT INTO impl_metrics (metric_group, metric, value, unit) VALUES
('timing', 'timing.fmax', '570', 'MHz'),
('worst_setup_path', 'setup.reg_to_reg.worst_slack', '0.91', 'ns'),
('route', 'wl', '4600', 'µm'),
('worst_setup_path', 'path_buffers', '3', ''),
('final_layout', 'final_layout_size_suffix_gt1_share', '45.3', '%'),
('timing', 'hold_viol_final', '0', ''),
('place', 'place_hpwl', '3570', 'µm'),
('floorplanning', 'core_util_floorplan', '20.6', '%'),
('route', 'total_antenna_diodes_in_the_routed_design', '0', ''),
('min_path', 'timing.hold.worst.start', 'reading[0]', ''),
('route', 'viasPerCell', '3.89', ''),
('worst_setup_path', 'critPathMaxFanout', '7', ''),
('power_and_ir_drop', 'max-vdd-ir-drop', '262', 'µV'),
('power_and_ir_drop', 'part_of_the_power_in_registers', '46.1', '%'),
('worst_setup_path', 'crit_required', '1.44', 'ns'),
('timing', 'fin_worst_hold_slack', '0.483', 'ns'),
('power_and_ir_drop', 'switching_power', '488', 'µW'),
('place', 'place.port_buffers', '54', ''),
('timing', 'slew_headroom', '71.7', '%'),
('yosys', 'postSynthCellCount', '132', ''),
('worst_setup_path', 'setup.worst_path.end_class', 'output port', ''),
('global_route', 'grt_antenna_before_repair', '0', ''),
('timing', 'rsz_0062_raised_after_global_routing', 'yes', ''),
('clock_tree', 'cts_made_buffers', '5', ''),
('place', 'detailed_place.area', '2360', 'µm²'),
('floorplanning', 'core_region_area', '7810', 'µm²'),
('flow_run', 'openroad.warnings', '26', ''),
('worst_setup_path', 'rr_endpoint', 'bit_period_reg[8]', ''),
('yosys', 'yosysCellCount', '132', ''),
('yosys', 'total_standard_cell_area_after_synthesis', '1610', 'µm²'),
('timing', 'setup_clock_skew_after_layout', '0.0000462', 'ns'),
('timing', 'slew_of_the_pin_with_the_lowest_slew_margin', '0.425', 'ns'),
('worst_setup_path', 'slowest_stage', 'sky130_fd_sc_hd__o311a_1', ''),
('clock_tree', 'clock_sink_count', '33', ''),
('global_route', 'grtUsageTotal', '7.77', '%'),
('final_layout', 'flow.area_growth_from_synthesis', '61.3', '%'),
('power_and_ir_drop', 'switching_share', '24.4', '%'),
('route', 'drt_drc_violations_left', '0', ''),
('floorplanning', 'io_pins', '55', ''),
('global_route', 'vias_in_the_first_global_route', '1363', ''),
('worst_setup_path', 'reg2reg_from', 'bit_period_reg[8]', ''),
('worst_setup_path', 'path_cells', 'buf_4 -> buf_12 -> mux2i_2 -> nor3_2 -> o311a_1 -> buf_2', ''),
('floorplanning', 'num_rows', '32', ''),
('route', 'drt_iter0_drc', '11', ''),
('global_route', 'grt.overflow.total', '0', ''),
('yosys', 'ys.flops', '33', ''),
('final_layout', 'layout_top_cell_excl_fill_tap', 'sky130_fd_sc_hd__clkdlybuf4s50_1', ''),
('floorplanning', 'die_w', '110', 'µm'),
('global_route', 'grt_first_pass_wirelength', '7220', 'µm'),
('power_and_ir_drop', 'clock_power_share', '26.4', '%'),
('floorplanning', 'fp.dieArea', '12100', 'µm²'),
('power_and_ir_drop', 'power_density_over_the_cells', '771', 'nW/µm²'),
('timing', 'slew_violations', '0', ''),
('clock_tree', 'worst_setup_hold_path_clk_slew', '0.06', 'ns'),
('clock_tree', 'clock_insertion_delay_at_the_later_pin_of_the_skew_report', '0.28', 'ns'),
('route', 'vias', '1221', ''),
('route', 'final_antenna_net_count', '0', ''),
('flow_run', 'cap_violations', '0', ''),
('final_layout', 'largest_reg_flops', '16', ''),
('worst_setup_path', 'worst_ep_arrival_time', '1.39', 'ns'),
('floorplanning', 'floorplan.die.height', '110', 'µm'),
('worst_setup_path', 'rr_worst_depth', '2', ''),
('power_and_ir_drop', 'power.leakage', '1.15', 'nW'),
('yosys', 'synth_cell_type_count', '26', ''),
('final_layout', 'fillers', '783', ''),
('min_path', 'hold-path-cell-count', '2', ''),
('power_and_ir_drop', 'pint', '1.51', 'mW'),
('clock_tree', 'number_of_levels_in_the_clock_h_tree', '2', ''),
('worst_setup_path', 'critPathMaxStageDelay', '0.35', 'ns'),
('status', 'status', 'finished, final reports clean', ''),
('place', 'final_gp_congestion', '0.764', '');
-- worst max-delay path by stage --
stage,slack (ns),from,endpoint,depth (start not counted)
4_1_cts,0.008,paddr[2],prdata[4],8
5_1_grt,-0.02,bit_period_reg[0],prdata[0],4
6_report,0.05,paddr[0],prdata[0],6
-- metrics by stage --
stage | setup WS, ns | utilization (%) | TNS [ns] | instances | power, mW
global route | -0.0184 | 33.2 | -0.0184 | 314 | 2.12
detailed placement | -0.700 | 30.3 | -12.66 | 293 | 1.45
CTS | 0.00813 | 32.6 | 0 | 310 | 2.02
global placement | -0.712 | 30.3 | -12.39 | 293 | 1.44
floorplan | 0.166 | - | 0 | 132 | 1.15
finish | 0.0469 | 33.2 | 0 | 314 | 2.00
-- layout make-up --
cell class,count,area (µm²),area share (%)
clock buffer,8,80.1,3.09
multi-input combinational,79,716,27.6
sequential,33,826,31.8
tap,102,128,4.92
timing repair buffer,91,842,32.4
inverter,1,3.75,0.145
-- layer usage --
| layer | wire length, µm | global-route usage, % | vias up |
|---|---|---|---|
| met5 | 0 | 0 | - |
| met4 | 72 | 1.12 | 0 |
| met3 | 331 | 2.64 | 7 |
| met2 | 2220 | 13.1 | 30 |
| met1 | 1980 | 9.70 | 577 |
| li1 | - | - | 607 |
-- timing repair --
item,4_1_cts,5_1_grt
cloned,1,0
pin swaps,6,6
endpoints found under the setup margin,25,7
buffers inserted,8,4
resized,55,11
hold buffers,0,0
-- power by group through the flow --
stage | Clock (mW) | Combinational (mW) | Sequential, mW
4_1_cts | 0.547 | 0.544 | 0.924
5_1_grt | 0.572 | 0.609 | 0.935
6_report | 0.528 | 0.551 | 0.921
-- worst min-delay path, stage by stage (launching register included) --
cell	delay [ns]
sky130_fd_sc_hd__dfrtp_1	0.34
sky130_fd_sc_hd__nand2_1	0.04
sky130_fd_sc_hd__o21ai_0	0.06
-- cell families after synthesis --
group / share of synthesized area, %
AND-OR/OR-AND: 5.37
buffers and inverters: 8.48
flip-flops: 51.3
multiplexers: 22.2
AND/OR/NAND/NOR: 12.7
-- synth_stat cells, drive strengths merged --
master | instances | area (µm²)
a211o | 1 | 8.76
a211oi | 2 | 15.0
a21oi | 5 | 25.0
and2 | 1 | 6.26
buf | 19 | 133
dfrtp | 33 | 826
inv | 1 | 3.75
mux2 | 21 | 236
mux2i | 12 | 120
nand2 | 11 | 43.8
nand2b | 3 | 18.8
nand3 | 1 | 5.00
nand3b | 1 | 7.51
nand4b | 1 | 8.76
nor2 | 3 | 11.3
nor2b | 3 | 18.8
nor3 | 2 | 10.0
nor4 | 3 | 48.8
o21ai | 2 | 10.0
o22a | 2 | 17.5
o311a | 1 | 10.0
or2 | 4 | 25.0
Power is estimated from default activity; no workload was simulated.
